==> design/flow/design.v <==
module gray_up_down_counter (
    input wire clk,           
    input wire reset,         
    input wire up,            
    output reg [2:0] gray_code  
);
    reg [2:0] binary_counter;
    function [2:0] binary_to_gray;
        input [2:0] binary_value;
        begin
            binary_to_gray = binary_value ^ (binary_value >> 1);
        end
    endfunction
    always @(posedge clk or posedge reset) begin
        if (reset) begin
            binary_counter <= 3'b000;
            gray_code <= 3'b000;
        end else if (up) begin
            if (binary_counter == 3'b111)  
                binary_counter <= 3'b000;  
            else
                binary_counter <= binary_counter + 1;
            gray_code <= binary_to_gray(binary_counter);
        end
    end
endmodule
==> design/flow/run.sh <==
#!/bin/bash
# OpenROAD 26Q1-2900-gdf79404cd8, Yosys 0.63+post, stock flow scripts
make -C /OpenROAD-flow-scripts/flow DESIGN_CONFIG=/design/flow/config.mk WORK_HOME=/design/flow/orfs finish
==> design/flow/config.mk <==
export PLATFORM = sky130hd
export DESIGN_NAME = gray_up_down_counter
export DESIGN_NICKNAME = gray_up_down_counter
export VERILOG_FILES = /design/flow/design.v
export SDC_FILE = /design/flow/constraint.sdc
export NUM_CORES = 4
export LEC_CHECK = 1
export CORE_AREA = 10 10 70 70
export DIE_AREA = 0 0 80 80
==> design/flow/constraint.sdc <==
current_design gray_up_down_counter

set clk_period 1.3
set clk_io_pct 0.2

create_clock -name clk0 -period $clk_period [get_ports {clk}]

set non_clock_inputs [all_inputs -no_clocks]
set_input_delay [expr $clk_period * $clk_io_pct] -clock clk0 $non_clock_inputs
set_output_delay [expr $clk_period * $clk_io_pct] -clock clk0 [all_outputs]
==> impl_metrics.ini <==
; flow metrics
[logic_synthesis]
postSynthSeqShare = 0.5381
ff_type = dfrtp_1
synth_flops = 6
top_cells_by_count = dfrtp_1, inv_1, mux2_4
syn_inst = 22
avgSynthCellArea_sq_um = 12.68
edf_count = 0
ys_cells = 22
top_area_cell = dfrtp_1
netlist-cell-type-count = 11
ys_warn_count = 1
syn-cell-area_sq_um = 279.0
synth_top_area_share = 0.5381
async_reset_ff_frac = 1.000
topCellsByArea = dfrtp_1, mux2_4, ha_1
synthMostInstantiatedCell = dfrtp_1
yosysChipArea_sq_um = 279.0

[placed_design]
dp_hpwl_um = 491.6
pre_cts_slack_ns = 0.004008
gp_congestion = 0.6523
io_buffers = 5

[timing]
fin_crit_sh = 0.9631
period_minus_slack_ns = 1.252
grt_setup_unrepaired = no
setup_slack_ns = 0.04799
worst_slew_pin_slew_ns = 0.2237
drv_slew = 0
timing.setup.tns_ns = 0
max-slew-margin-rel = 0.8504
setup_viol = 0
fmaxAchievable_mhz = 798.7
hold_viol_final = 0
fin_worst_skew_ns = 0.004425

[routing]
n_antenna_cell = 0
drt-pass1-iter-count = 4
routedWlPerCell_um = 7.936
drc = 0
routed_wl_um = 619
vias = 194
postRouteAntennaNets = 0
viasPerCell = 2.487
initialDrtViolationCount = 6

[critical_path]
slowest_stage = dfrtp_1
crit_chain = ha_1 > ha_1 > mux2_4
crit_type = reg2reg
endpoint_kind = flip-flop
required_ns = 1.43
rrSetupSlack_ns = 0.05
crit_buf_inv = 0
path_delay_family = adder cells
slowest_delay_ns = 0.40
cp_max_fo = 3
worst_path_most_repeated_cell = ha_1
worstPathArrival_ns = 1.38
cp-start-kind = flip-flop

[global_route]
grt_first_pass_wirelength_um = 1021
grt_max_degree = 7
first_global_vias = 215
antenna_found_initial = 0
grt_usage = 0.02208
gr-total-overflow = 0

[floorplan]
io_pins = 6
die_x_um = 80
die.size.y_um = 80
rows = 21
die_area_sq_mm = 0.006400
core_area_sq_mm = 0.003416
initial_core_util = 0.08169

[pwr]
finalPower_mw = 0.8879
vdd_drop_max_mv = 0.8948
power_density_mw_per_mm2 = 2131
p_leak_nw = 0.1905

[clock_network]
cts_made_buffers = 3
clock_path_buffers = 2
htreeDepth = 1
clockRootBuffer = clkbuf_4
numClockSinks = 6
clk_pin_slew_ns = 0.05
clk_latency_ns = 0.25
cts_tree = built

[hold_path]
hp-class = in2async

[status]
status = completed

[cells_and_area]
drive_gt1_frac = 0.2813
register_area_sq_um = 150.1
area_growth_pct = 49.33
comb_area_sq_um = 106.4
nFillCells = 390

[run]
tool_warnings = 25
cap_violations = 0
sequential cells by signal (all words and copies together), names as in the netlist:
register / count
binary_counter: 3
gray_code: 3
path summary, 6_finish.rpt:
| check | start | to | cells past startpoint |
|---|---|---|---|
| setup reg to reg | binary_counter[0] | binary_counter[2] | 3 |
| max in group asynchronous | reset | binary_counter[2] | 2 |
| min in group clk0 | gray_code[0] | gray_code[0] | 2 |
| setup / recovery | binary_counter[0] | binary_counter[2] | 3 |
| hold reg to reg | gray_code[0] | gray_code[0] | 2 |
| hold / removal | reset | gray_code[1] | 2 |
placed cells by master, fill, tap and decap left out, drive strengths merged:
cell           netlist  layout
clkdlybuf4s50        0       2
inv                  3       3
xnor2                1       1
mux2                 3       3
clkbuf               0       3
a21oi                1       1
dfrtp                6       6
buf                  1       3
ha                   2       2
o21ai                1       1
o22ai                1       1
nand2                1       1
nor2                 2       2
dlygate4sd2          0       3
cell families (layout without fill, tap and decap cells):
kind of cell | after synthesis | after routing | share of synthesized area
flip-flops | 6 | 6 | 0.5381
AND/OR/NAND/NOR | 3 | 3 | 0.04036
XOR/XNOR | 1 | 1 | 0.03140
AND-OR/OR-AND | 3 | 3 | 0.05828
adder cells (fa/ha/maj) | 2 | 2 | 0.08967
multiplexers | 3 | 3 | 0.1614
buffers and inverters | 4 | 14 | 0.08071
metal layers:
| layer | track usage | up-vias | wire length [um] |
|---|---|---|---|
| met4 | 0.001761 | 0 | 0 |
| met1 | 0.02686 | 88 | 304 |
| met3 | 0.03182 | 0 | 126 |
| li1 | - | 93 | - |
| met5 | 0 | - | 0 |
| met2 | 0.02087 | 13 | 188 |
area by class of cell:
| cell class | instances | share of cell area |
|---|---|---|
| sequential | 6 | 0.3604 |
| clock buffer | 3 | 0.05405 |
| multi-input combinational | 12 | 0.2553 |
| timing repair buffer | 8 | 0.1652 |
| inverter | 3 | 0.02703 |
| tap | 46 | 0.1381 |
worst reg2reg max path: stages (launching register included):
cell     delay (ns)
dfrtp_1        0.40
ha_1           0.21
ha_1           0.27
mux2_4         0.25
power breakdown:
part	switching [mW]	leakage (nW)	total, mW	internal [mW]
clock network	0.0687	0.0138	0.173	0.105
logic	0.113	0.106	0.350	0.238
registers	0.0804	0.0711	0.364	0.284
per-stage QoR:
stage,hold WS (ns),cell area [sq um],std cells,utilization
2_1_floorplan,0.05096,279.0,22,-
3_3_place_gp,0.4917,382.9,73,0.1121
3_5_place_dp,0.4854,382.9,73,0.1121
4_1_cts,0.2272,416.7,78,0.1220
5_1_grt,0.2427,416.7,78,0.1220
6_report,0.2233,416.7,78,0.1220
repair_timing:
action,4_1_cts,5_1_grt
setup buffers,2,0
setup endpoints to repair,3,0
resized,3,0
hold buffers,0,0
Power is estimated from default activity; no workload was simulated.
