<file path="./config.mk">
export PLATFORM = sky130hd
export DESIGN_NAME = pencoder
export DESIGN_NICKNAME = pencoder
export VERILOG_FILES = /design/flow/design.v
export SDC_FILE = /design/flow/constraint.sdc
export NUM_CORES = 4
export LEC_CHECK = 1
export CORE_AREA = 10 10 70 70
export DIE_AREA = 0 0 80 80
</file>
<file path="./constraint.sdc">
current_design pencoder

set clk_period 1.0
set clk_io_pct 0.2

create_clock -name clk0 -period $clk_period

set non_clock_inputs [all_inputs -no_clocks]
set_input_delay [expr $clk_period * $clk_io_pct] -clock clk0 $non_clock_inputs
set_output_delay [expr $clk_period * $clk_io_pct] -clock clk0 [all_outputs]
</file>
<file path="./design.v">
module pencoder(
    input [7:0] in,
    output reg [2:0] out,
    output reg valid
);
    always @(*) begin
        if (in[7]) begin
            out = 3'b111;
            valid = 1; 
        end else if (in[6]) begin
            out = 3'b110;
            valid = 1;
        end else if (in[5]) begin
            out = 3'b101;
            valid = 1;
        end else if (in[4]) begin
            out = 3'b100;
            valid = 1;
        end else if (in[3]) begin
            out = 3'b011;
            valid = 1;
        end else if (in[2]) begin
            out = 3'b010;
            valid = 1;
        end else if (in[1]) begin
            out = 3'b001;
            valid = 1;
        end else if (in[0]) begin
            out = 3'b000;
            valid = 1;
        end else begin
            out = 3'b000;
            valid = 0;
        end
    end
endmodule
</file>
<file path="./run.sh">
#!/bin/bash
# OpenROAD 26Q1-2900-gdf79404cd8, Yosys 0.63+post, stock flow scripts
make -C /OpenROAD-flow-scripts/flow DESIGN_CONFIG=/design/flow/config.mk WORK_HOME=/design/flow/orfs finish
</file>
==> deck_impl_summary.md <==
Flow Results at a Glance

Pwr
  – Static leakage: approximately 0.085 nW
  – Internal power: 0.0366 mW
  – Pwr/cell area: about 270 mW/mm2
  – Sw Ratio: between 40 and 50%
  – Maximum VDD drop: between 0.02 and 0.025 mV
  – Total power draw: roughly 0.064 mW
  – Clock power frac: 0%
  – Combinational power share: ~100%
  – Psw: approximately 0.027 mW
  – Sequential share of power: 0%

Global routing
  – Met3 usage: less than 1%
  – GRT Util Overall: ~1.2%
  – Global-route wire length before repair: slightly above 600 um
  – Top Usage Layer GRT: met1
  – M2 GR Usage: under 10%
  – Met1 usage: ~1.8%
  – Pin count of the biggest net entering global routing: 4
  – Antenna violations before repair: 0
  – GR Overflow Total: 0
  – Vias in the first global route: 139

Routing
  – DR WL/cell: roughly 6.0 um
  – Antenna diodes: 0
  – Post-route ant nets: 0
  – DR pass1 iterations: 2
  – DR vias/cell: 2.07
  – DR DRC count: 0
  – Vias: around 150
  – DRT iter0 DRCs: 1
  – DRT Wirelength: approximately 440 um

Finish
  – Post-layout util: 7.00%
  – Layout cells sized above 1: roughly 67%
  – Area Overhead vs Synth: 315%
  – Clock buf count: 0
  – Cell area after layout: around 240 um2
  – Flop count: 0
  – Seq. cell area: 0 um2
  – Layout fillers: between 400 and 500

Synthesis
  – Leading area contributor after synthesis: nor2_1
  – Top cells by count: 4 x nor2_1, 2 x a21oi_1, 2 x o31ai_1
  – Ys Warns: 1
  – Largest cells by area after synthesis: nor2_1 26%, o31ai_1 26%, a21oi_1 17%
  – Top cell area share: 26.1%
  – Syn Inst Count: 12
  – Post-Syn Area: around 58 um2
  – Cell Type Count: 7
  – Syn_area_per_cell: 4.80 um2
  – Yosys chip area: about 58 um2
  – Synth top cell by count: nor2_1
  – Cell count in the Yosys report: 12
  – Seq share, synth: 0%

Worst setup path
  – Setup crit start kind: input pin
  – Most frequent CP cell: buf_2
  – CP peak stage delay: 120 ps
  – Stages on worst setup path: 5
  – Crit path buffers/inverters: 3
  – Arrival time worst endpoint: about 760 ps
  – CP Max Fanout: 3
  – Worst setup startpoint: in[5]
  – Setup crit end: valid
  – Critical path's slowest cell: buf_2
  – CP top delay family: buffers and inverters
  – Crit path capture type: output port
  – CP Class: input pin to output port
  – Worst-path cell chain: buf_2, nor2_2, buf_4, nand4_1, buf_2
  – Req. time, crit path: roughly 800 ps

STA
  – Fin Setup TNS: 0 ps
  – Crit path time final: slightly below 1000 ps
  – Worst Tran Pin Value: between 150 and 200 ps
  – RSZ-0062 raised after global routing: false
  – Max-slew violations: 0
  – Final setup violating endpoints: 0
  – Max_slew headroom: between 80% and 90%
  – Final period util: a little over nine tenths
  – Max Clk Rate: around 1000 MHz
  – Fin Hold WS: 673 ps
  – Fin. Hold Viols: 0

Outcome
  – Status: complete, no violations

Run
  – Tool warning count: 32
  – MaxCap Viol Count: 0

Floorplan
  – Die H: roughly 80 um
  – Die X: 80 um
  – Ports: 12
  – Die Size: between 0.006 and 0.007 mm2
  – FP Util: between 1.5 and 2%
  – Floorplan row count: 21
  – Core area: roughly 0.0034 mm2

Placed design
  – Port bufs: 12
  – Placed cell area: between 200 and 250 um2
  – RePlAce Congestion: about 0.8
  – Hpwl dp: between 300 and 400 um

Hold path
  – Hold Path Class: input pin to output port
[stage by stage]
step | cells | setup WS (ps)
floorplan | 12 | 388
global placement | 70 | -651
detailed placement | 70 | -662
CTS | 73 | 2.43
global route | 73 | 0.374
finish | 73 | 36.4
[cell type report]
type               count  area, um2  area share (%)
inverters              2       7.51            3.14
multi-input cells     10       71.3            29.8
repair buffers        15        103            42.9
well taps             46       57.6            24.1
[per-layer routing]
layer  vias to the layer above  part of all wire [%]
met5                         -                     0
met2                        12                    28
met3                         0                    16
li1                         72                     -
met4                         0                     0
met1                        67                    56
[power by group through the flow]
| stage | Combinational (mW) | Sequential (mW) | Clock, mW |
|---|---|---|---|
| 4_1_cts | 0.0591 | 0 | 0 |
| 5_1_grt | 0.0704 | 0 | 0 |
| 6_report | 0.0640 | 0 | 0 |
[cell usage in the layout (no fill, tap or decap)]
| cell type | netlist | routed |
|---|---|---|
| nand2_1 | 1 | 1 |
| nand4_1 | 1 | 1 |
| nor2_1 | 4 | 1 |
| dlygate4sd2_1 | 0 | 2 |
| clkinv_1 | 1 | 1 |
| o31ai_1 | 2 | 1 |
| a21oi_1 | 2 | 1 |
| buf_2 | 0 | 8 |
| nor2_2 | 0 | 2 |
| buf_6 | 0 | 1 |
| a21oi_2 | 0 | 1 |
| inv_1 | 1 | 1 |
| buf_4 | 0 | 3 |
| clkdlybuf4s15_2 | 0 | 1 |
| o31ai_2 | 0 | 1 |
| nor2_4 | 0 | 1 |
[worst min path at each step]
stage | slack [ps] | from | cells past startpoint | to
CTS | 670 | in[4] | 3 | out[1]
finish | 670 | in[6] | 3 | out[0]
global route | 700 | in[6] | 3 | out[0]
[cells by family (layout without fill, tap and decap cells)]
family	Yosys count	in the layout	synth area share, %
buf+inv	2	17	13.0
compound gates	4	4	43.5
simple gates	6	6	43.5
[repair_timing]
action | CTS | global route
resized | 42 | 4
pin swaps | 6 | 4
hold buffers | 0 | 0
endpoints found under the setup margin | 4 | 3
setup buffers | 3 | 0
No activity file was given, so power comes from the tool's default toggle rates.
